**flow/design.v**
```verilog
module SPI_Slave
                (input SCLK, input CS , input CPOL, input CPHA, 
                 input [7:0]MOSI , input [7:0]data_in , input write_enable , input read_enable,
 		 output reg [7:0]MISO, output reg [7:0]data_out);
always@(posedge SCLK)
begin
	if(!CS)
	begin
			case({CPOL,CPHA})
			'b00: if(read_enable) data_out = MOSI ;
			'b01: if(write_enable) MISO = data_in ;
			'b10: if(read_enable) data_out = MOSI ;
			'b11: if(write_enable) MISO = data_in ;
			endcase
	end
end
always@(negedge SCLK)
begin
	if(!CS)
	begin
			case({CPOL,CPHA})
			'b00: if(write_enable) MISO = data_in ;
			'b01: if(read_enable) data_out = MOSI ; 
			'b10: if(write_enable) MISO = data_in ;
			'b11: if(read_enable) data_out = MOSI ;
			endcase
	end
end
endmodule
```
**flow/run.sh**
```bash
#!/bin/bash
# OpenROAD 26Q1-2900-gdf79404cd8, Yosys 0.63+post, stock flow scripts
make -C /OpenROAD-flow-scripts/flow DESIGN_CONFIG=/design/flow/config.mk WORK_HOME=/design/flow/orfs finish
```
**flow/config.mk**
```make
export PLATFORM = sky130hd
export DESIGN_NAME = SPI_Slave
export DESIGN_NICKNAME = SPI_Slave
export VERILOG_FILES = /design/flow/design.v
export SDC_FILE = /design/flow/constraint.sdc
export NUM_CORES = 4
export LEC_CHECK = 1
export CORE_AREA = 10 10 106 106
export DIE_AREA = 0 0 116 116
```
**flow/constraint.sdc**
```tcl
current_design SPI_Slave

set clk_period 2.9
set clk_io_pct 0.2

create_clock -name clk0 -period $clk_period [get_ports {SCLK}]

set non_clock_inputs [all_inputs -no_clocks]
set_input_delay [expr $clk_period * $clk_io_pct] -clock clk0 $non_clock_inputs
set_output_delay [expr $clk_period * $clk_io_pct] -clock clk0 [all_outputs]
```
==> out/summary.rpt <==
RUN STATUS
--------------------------------------------------------------
Run status                                        stopped before the end
Failed at                                            1_2_yosys
Error that halted the flow                        ERROR: Found 16 problems in 'check -assert'.

SYNTH
--------------------------------------------------------------
Async SR Flop Fraction                                       0
FF+latch count, synth                                       32
Synth top area share                                    0.7765
Distinct lib cells used                                      6
Number of flops mapped to enable cells by yosys             32
Yosys Warn Count                                             1
Chip area from the yosys synthesis statistics       1237 sq um
Synth top cell by count                           sky130_fd_sc_hd__edfxtp_1
Register area share after synthesis                     0.7765
Top cells by count                                sky130_fd_sc_hd__edfxtp_1, sky130_fd_sc_hd__mux2_4, sky130_fd_sc_hd__buf_6
Cell count listed in synth_stat.txt                         53
Dominant synthesized flop cell                    sky130_fd_sc_hd__edfxtp_1
Top post-synthesis cells by area                  sky130_fd_sc_hd__edfxtp_1, sky130_fd_sc_hd__mux2_4, sky130_fd_sc_hd__buf_6
Dominant cell type by area after synthesis        sky130_fd_sc_hd__edfxtp_1

-- cell families after synthesis --
kind of cell	after synthesis	synth area share
flops	32	0.7765
mux	16	0.1941
simple gates	2	0.008089
buf+inv	3	0.02123
